File: design/flow/config.mk
export PLATFORM = sky130hd
export DESIGN_NAME = MOTOR
export DESIGN_NICKNAME = MOTOR
export VERILOG_FILES = /design/flow/design.v
export SDC_FILE = /design/flow/constraint.sdc
export NUM_CORES = 4
export LEC_CHECK = 1
export CORE_UTILIZATION = 50
File: design/flow/constraint.sdc
current_design MOTOR

set clk_period 6.2
set clk_io_pct 0.2

create_clock -name clk0 -period $clk_period [get_ports {PCLK}]

set non_clock_inputs [all_inputs -no_clocks]
set_input_delay [expr $clk_period * $clk_io_pct] -clock clk0 $non_clock_inputs
set_output_delay [expr $clk_period * $clk_io_pct] -clock clk0 [all_outputs]
File: design/flow/design.v
`timescale 1ns / 100ps
module HBRIDGE #(
    parameter BASE_ADDR = 16'h0000
)
(
input PCLK,
input PRESERN,
input PSEL,
input PENABLE,
output PREADY,
output PSLVERR,
input PWRITE,
input [31:0] PADDR,
input [31:0] PWDATA,
output [31:0] PRDATA,
output [1:0] HBRIDGE_CMD,
output HBRIDGE_EN
);
localparam HBRIDGE_CMD_REG_ADDR = BASE_ADDR;
localparam HBRIDGE_EN_REG_ADDR = BASE_ADDR + 16'h0004;
assign PSLVERR = 0;
assign PREADY = 1;
wire WRITE_EN = (PENABLE & PWRITE & PSEL);
wire HBRIDGE_CMD_REG_SEL = (WRITE_EN & (PADDR[15:0] == HBRIDGE_CMD_REG_ADDR));
wire HBRIDGE_EN_REG_SEL = (WRITE_EN & (PADDR[15:0] == HBRIDGE_EN_REG_ADDR));
reg[1:0] HBRIDGE_CMD_REG;
reg HBRIDGE_EN_REG;
assign HBRIDGE_EN = HBRIDGE_EN_REG;
assign HBRIDGE_CMD = HBRIDGE_CMD_REG;
assign PRDATA = 0;
always @(posedge PCLK) begin
    if (!PRESERN) begin
        HBRIDGE_CMD_REG <= 2'b0;
        HBRIDGE_EN_REG <= 1'b0;
    end
    else if (HBRIDGE_CMD_REG_SEL) begin
        HBRIDGE_CMD_REG <= PWDATA[1:0];
    end
    else if(HBRIDGE_EN_REG_SEL) begin
        HBRIDGE_EN_REG <= PWDATA[0];
    end
end
endmodule
`timescale 1ns / 100ps
module MOTOR #(
    parameter BASE_ADDR = 16'h0000
)
(
    PADDR,
    PCLK,
    PENABLE,
    PRESERN,
    PSEL,
    PWDATA,
    PWRITE,
    HBRIDGE_CMD,
    PRDATA,
    PREADY,
    PSLVERR,
    PWM_OUT
);
localparam HBRIDGE_ADDR = BASE_ADDR;
localparam PWM_ADDR = BASE_ADDR + 16'h0008;
input  [31:0] PADDR;
input         PCLK;
input         PENABLE;
input         PRESERN;
input         PSEL;
input  [31:0] PWDATA;
input         PWRITE;
output [1:0]  HBRIDGE_CMD;
output [31:0] PRDATA;
output        PREADY;
output        PSLVERR;
output        PWM_OUT;
wire HBRIDGE_EN;
wire [31:0] PRDATA_0;
assign PREADY = 1'b1;
assign PSLVERR = 1'b0;
assign PRDATA = PRDATA_0;
HBRIDGE #( 
        .BASE_ADDR ( HBRIDGE_ADDR ) 
)
HBRIDGE_0(
        .PCLK        (PCLK),
        .PRESERN     (PRESERN),
        .PSEL        (PSEL),
        .PENABLE     (PENABLE),
        .PWRITE      (PWRITE),
        .PADDR       (PADDR),
        .PWDATA      (PWDATA),
        .PREADY      (),
        .PSLVERR     (),
        .PRDATA      (),
        .HBRIDGE_CMD (HBRIDGE_CMD),
        .HBRIDGE_EN  (HBRIDGE_EN) 
        );
PWM #( 
        .BASE_ADDR              (PWM_ADDR),
        .DEFAULT_PERIOD_CC      (5000),
        .DEFAULT_PULSE_WIDTH_CC (2500)
)
PWM_0(
        .PCLK    (PCLK),
        .PRESERN (PRESERN),
        .PSEL    (PSEL),
        .PENABLE (PENABLE),
        .PWRITE  (PWRITE),
        .PADDR   (PADDR),
        .PWDATA  (PWDATA),
        .PWM_EN  (1'b1),
        .PREADY  (),
        .PSLVERR (),
        .PRDATA  (PRDATA_0),
        .PWM_OUT (PWM_OUT) 
        );
endmodule
`timescale 1ns / 100ps
module PWM #(
    parameter BASE_ADDR = 16'h0000,
    parameter DEFAULT_PERIOD_CC = 32'd5000,
    parameter DEFAULT_PULSE_WIDTH_CC = 32'd2500
)
(
    input PCLK,
    input PRESERN,
    input PSEL,
    input PENABLE,
    output PREADY,
    output PSLVERR,
    input PWRITE,
    input [31:0] PADDR,
    input [31:0] PWDATA,
    output [31:0] PRDATA,
    input PWM_EN,
    output PWM_OUT
);
localparam PERIOD_CC_REG_ADDR = BASE_ADDR;
localparam PULSE_WIDTH_CC_REG_ADDR = BASE_ADDR + 4;
assign PSLVERR = 0;
assign PREADY = 1;
wire WRITE_EN = (PENABLE & PWRITE & PSEL);
wire PERIOD_CC_REG_SEL = (PADDR[15:0] == PERIOD_CC_REG_ADDR);
wire PULSE_WIDTH_CC_REG_SEL = (PADDR[15:0] == PULSE_WIDTH_CC_REG_ADDR);
reg [31:0] PERIOD_CC_REG;
reg [31:0] PULSE_WIDTH_CC_REG;
reg [31:0] PRDATA_REG;
reg [31:0] CC_COUNT_REG;
assign PWM_OUT = (PWM_EN & (CC_COUNT_REG < PULSE_WIDTH_CC_REG));
assign PRDATA = PRDATA_REG;
always @(posedge PCLK) begin
    if (!PRESERN) begin
        CC_COUNT_REG <= 0;
    end
    else if (CC_COUNT_REG == PERIOD_CC_REG) begin
        CC_COUNT_REG <= 0;
    end
    else begin
        CC_COUNT_REG <= CC_COUNT_REG + 1;
    end
end
always @(posedge PCLK) begin
    if (!PRESERN) begin
        PERIOD_CC_REG <= DEFAULT_PERIOD_CC;
        PULSE_WIDTH_CC_REG <= DEFAULT_PULSE_WIDTH_CC;
        PRDATA_REG <= 0;
    end
    else if(PULSE_WIDTH_CC_REG_SEL) begin
        PRDATA_REG <= PULSE_WIDTH_CC_REG;
        if(WRITE_EN) begin
            PULSE_WIDTH_CC_REG <= PWDATA;
        end
    end
    else if(PERIOD_CC_REG_SEL) begin
        PRDATA_REG <= PERIOD_CC_REG;
        if(WRITE_EN) begin
            PERIOD_CC_REG <= PWDATA;
        end
    end
    else begin
        PRDATA_REG <= 0;
    end
end
endmodule
File: design/flow/run.sh
#!/bin/bash
# OpenROAD 26Q1-2900-gdf79404cd8, Yosys 0.63+post, stock flow scripts
make -C /OpenROAD-flow-scripts/flow DESIGN_CONFIG=/design/flow/config.mk WORK_HOME=/design/flow/orfs finish
==> flow_summary.toml <==
# generated from flow reports
[run_status]
run_status = "completed"

[global_route]
grt_max_degree = 65
grt_pass1_vias = 4727
antenna_found_initial = 0
grt_pass1_wl_mm = 23.3
grt-ovfl-total = 0
grtUsageTotal = 0.235

[setup_path]
cp_num_cells = 6
start_kind = "flip-flop"
cp_slowest_cell = "or4_1"
rrSetupSlack_ns = 4.01
critPathLaunch = "PWM_0.CC_COUNT_REG[1]$_SDFF_PP0_"
r2r-start = "PWM_0.CC_COUNT_REG[7]$_SDFF_PP0_"
path_delay_family = "AND-OR/OR-AND gates"
crit_chain = "ha_1 -> a2111oi_0 -> nor4b_1 -> or4_1 -> a21oi_1 -> clkdlybuf4s50_1"
crit_end = "PWM_OUT"
crit_type = "flip-flop to primary output"
cp_num_buf_inv = 1
arrival_ns = 3.05
slowest_delay_ns = 0.56
timing.rr.end = "PWM_0.CC_COUNT_REG[16]$_SDFF_PP0_"
reg2reg_depth = 6
cp_max_fo = 5
crit_path_end_kind = "primary output"
crit_required_ns = 4.96

[detailed_routing]
routedWlPerCell_um = 14.7
first_pass_iters = 4
totalWireLength_mm = 13.8
top_layer_used = "met4"
wl_met1_mm = 6.87
post-route-drc-count = 0
wl_met3_um = 816
ant_nets = 0
viasPerCell = 5.29
drt_iter0_drc = 299
met2WireLength_mm = 6.01
antenna_cells = 0
vias = 4974

[cts]
root_buffer = "clkbuf_16"
cts_repair_resize_count = 0
cts_max_level = 4
clk_path_buf_depth = 2
clkSinkCount = 130
clk_latency_ns = 0.41
clk_pin_slew_ns = 0.05
cts_hold_buffers = 0
cts_tree = "done"
cts_setup_buffers = 0
numCtsBuffers = 17

[synth]
ff_type = "dfxtp_1"
ys_cells = 711
ys_warn_count = 2
ys_seq_frac = 0.421
synth.avg_cell_area_um2 = 8.68
synth_cells = 711
async_reset_ff_frac = 0
edf_count = 0
yosysChipArea_um2 = 6170
ys_ff = 130
syn_area_um2 = 6170
synth.distinct_cells = 41

[floorplan]
die_h_um = 113
core_util_floorplan = 0.514
io_pins = 106
rows = 40
die_w_um = 113
core_area_um2 = 12000
die_area_um2 = 12800

[timing]
rsz0062_at_grt = "no"
finalCritPeriodShare = 0.692
max_freq_ghz = 0.233
setup_tns_ns = 0
report.final.hold_viol_count = 0
drv_slew = 0
fin_skew_ns = 0.00827
fin_crit_ns = 4.29
slew_headroom = 0.551
holdWs_ns = 0.469
setup_viol = 0
tightest_slew_ns = 0.668

[placed_design]
dp.cells = 912
io_buffers = 87
hpwl_mm = 9.35
gp_congestion = 0.904

[finish]
logic_area_um2 = 3280
nFillCells = 962
syn2layout_area_growth_pct = 24.7
drive_gt1_frac = 0.0567
seqCellArea_um2 = 2600
final_cells = 941

[power_and_ir_drop]
pwr_density_cell_nw_per_um2 = 247
p_total_mw = 1.90
peakVddDrop_uv = 178
power_leakage_nw = 2.88

[flow_run]
maxCapViolations = 0
warning_count = 42

[min_path]
hp-class = "flip-flop to flip-flop"
==> layout make-up <==
| class | count | area share |
|---|---|---|
| Multi-Input combinational cell | 505 | 0.425 |
| Clock inverter | 6 | 0.0136 |
| Inverter | 36 | 0.0175 |
| Clock buffer | 23 | 0.0621 |
| Timing Repair Buffer | 94 | 0.120 |
| Tap cell | 147 | 0.0239 |
| Sequential cell | 130 | 0.338 |
==> worst min-delay path by stage <==
stage	to	start	slack [ns]	depth (start not counted)
4_1_cts	PWM_0.PULSE_WIDTH_CC_REG[20]$_SDFFE_PN0P_	PWM_0.PULSE_WIDTH_CC_REG[20]$_SDFFE_PN0P_	0.47	2
5_1_grt	PWM_0.PULSE_WIDTH_CC_REG[18]$_SDFFE_PN0P_	PWM_0.PULSE_WIDTH_CC_REG[18]$_SDFFE_PN0P_	0.48	2
6_report	PWM_0.PULSE_WIDTH_CC_REG[18]$_SDFFE_PN0P_	PWM_0.PULSE_WIDTH_CC_REG[18]$_SDFFE_PN0P_	0.47	2
==> state kept, by name, indices dropped and copies added, names as in the netlist <==
register and flops:
PWM_0.PRDATA_REG 32, PWM_0.PERIOD_CC_REG 32, PWM_0.CC_COUNT_REG 32, PWM_0.PULSE_WIDTH_CC_REG 32, HBRIDGE_0.HBRIDGE_CMD_REG 2
==> cell families after synthesis <==
group | share of synthesized area
AND/OR/NAND/NOR | 0.239
flip-flops | 0.421
AND-OR/OR-AND | 0.124
buffers and inverters | 0.0503
XOR/XNOR | 0.0879
adder cells (fa/ha/maj) | 0.0648
multiplexers | 0.0113
other | 0.00122
==> power breakdown <==
group	internal (mW)	total [mW]	leakage [nW]	switching, mW
logic	0.0404	0.0711	1.55	0.0307
clock network	0.655	0.993	0.289	0.338
registers	0.838	0.840	1.05	0.00262
total	1.53	1.90	2.88	0.372
==> cell usage after synthesis (all sizes together), types with 4 or more instances <==
library cell  instances  share of area
nor3                 10          0.011
nor2                 41          0.025
buf                  17          0.014
nand2               109          0.066
a21oi                11         0.0089
nand4                14          0.017
and3                  5         0.0051
ha                   32          0.065
a21boi               28          0.034
and4                  4         0.0057
a22oi                32          0.039
nor2b                35          0.035
dfxtp               130           0.42
inv                  36          0.022
nand3                45          0.036
o211ai                5         0.0061
xor2                 52          0.074
mux2i                 7          0.011
clkbuf               23          0.014
nor4                 18          0.031
o21ai                32          0.026
xnor2                10          0.014
==> worst min-delay path, cell delays in order, from the launching register on <==
cell      delay (ns)
dfxtp_1         0.31
nand2_1         0.05
a21boi_1        0.05
==> per-stage QoR <==
step / worst slack (ns) / cell area (um2) / util
floorplan: 3.38 / 6170 / -
global placement: 2.41 / 7120 / 0.593
detailed placement: 2.47 / 7120 / 0.593
CTS: 1.94 / 7700 / 0.641
global route: 1.87 / 7700 / 0.641
finish: 1.91 / 7700 / 0.641
==> layer usage <==
metal,vias up,GRT usage
met3,8,0.0519
met2,124,0.350
met1,2271,0.373
met5,-,0
li1,2571,-
met4,0,0.0237
==> cell usage in the layout (no fill, tap or decap), drive strengths merged <==
cell           Yosys  routed
nor2              41      41
nand3             45      45
a221oi             2       2
bufinv             0       3
o21a               2       2
a21oi             11      11
mux2i              7       7
xor2              52      52
a21o               2       2
o2bb2ai            1       1
nand4             14      14
a22oi             32      32
xnor2             10      10
clkinv             0       3
conb               2       2
or4                2       2
ha                32      32
o21ai             32      32
clkbuf            23      23
nand2b             1       1
buf               17       8
dfxtp            130     130
or3                1       1
and3               5       5
nor4b              1       1
and4               4       4
a21boi            28      28
a2111oi            1       1
nor3              10      10
clkdlybuf4s50      0      86
o211ai             5       5
inv               36      36
nor2b             35      35
nor4              18      18
nand2            109     109
Power is estimated from default activity; no workload was simulated.
