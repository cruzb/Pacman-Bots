===== design.v =====
module N64_TO_UART(EN, PCLK, PRESETN, FIFO_FULL, FIFO_EMPTY, SIN, SOUT, FABINT, N64_INOUT, DEBUG);
input            EN, PCLK, PRESETN, FIFO_FULL, FIFO_EMPTY, SIN;
inout            N64_INOUT;
output reg       SOUT;
output reg       FABINT;
output wire[4:0] DEBUG;
reg[33:0]       CMD_REG;
reg             CMD_REG_SHIFT;
reg[31:0]       GP_CNT_REG;
reg             GP_CNT_RESET;
reg[2:0]        PREV_STATE_REG;
reg[2:0]        STATE_REG;
reg[2:0]        NEXT_STATE;
reg[1:0] FIFO_FULL_SYNC_REG;
always @(posedge PCLK) begin
    FIFO_FULL_SYNC_REG <= {FIFO_FULL_SYNC_REG[0], FIFO_FULL};
    FABINT <= 1'b0;
    if(FIFO_FULL_SYNC_REG == 2'b01) begin
        FABINT <= 1'b1;
    end
end
assign DEBUG[0] = N64_INOUT;
assign DEBUG[1] = CMD_REG[0];
assign DEBUG[4:2] = STATE_REG;
reg               N64_WIRE;
assign N64_INOUT = N64_WIRE;
wire BIT_SENT = (GP_CNT_REG == 32'd96);
wire CMD_SENT =  BIT_SENT & (CMD_REG == {1'b1, 32'hD1111111, 1'b0});
wire STALL_COMPLETE = (STATE_REG == 3'b011);
wire RESPONSE_TIMEOUT = (GP_CNT_REG > 32'd24000000); 
wire STATE_CHANGE = (STATE_REG != PREV_STATE_REG);
always @(posedge PCLK) begin
    if(~PRESETN) begin
        PREV_STATE_REG <= 3'b100;
        STATE_REG <= 3'b100;
        GP_CNT_REG <= 0;
        CMD_REG <= {1'b0, 32'hE8888888, 1'b1};
    end
    else begin
        STATE_REG <= NEXT_STATE;
        PREV_STATE_REG <= STATE_REG;
        if(CMD_REG_SHIFT) begin
            CMD_REG <= {CMD_REG[0], CMD_REG[33:1]};
        end
        if(STATE_CHANGE | GP_CNT_RESET) begin
            GP_CNT_REG <= 0;
        end
        else begin
            GP_CNT_REG <= GP_CNT_REG + 1;
        end
    end
end
always @(*) begin
    SOUT = 1'b1;
    N64_WIRE = 1'bz;
    NEXT_STATE = STATE_REG;
    GP_CNT_RESET = STATE_CHANGE;
    CMD_REG_SHIFT = 1'b0;
    if(~EN) begin
        NEXT_STATE = 3'b100;
    end
    else begin
        case(STATE_REG)
            3'b000 : begin
                N64_WIRE = CMD_REG[0];
                if(CMD_SENT) begin
                    NEXT_STATE = 3'b001;
                end
                if(BIT_SENT) begin
                    GP_CNT_RESET = 1'b1;
                    CMD_REG_SHIFT = 1'b1;
                end
            end
            3'b001 : begin
                SOUT = N64_INOUT;
                if(RESPONSE_TIMEOUT) begin
                    NEXT_STATE = 3'b000;
                end
                if(FIFO_FULL) begin
                    NEXT_STATE = 3'b010;
                end
            end
            3'b010 : begin
                if(FIFO_EMPTY) begin
                    NEXT_STATE = 3'b011;
                end
            end
            3'b011 : begin
               if(STALL_COMPLETE) begin
                   NEXT_STATE = 3'b000;
               end
           end
            3'b100 : begin
                if(EN) begin
                    NEXT_STATE = 3'b000;
                end
            end
        endcase
    end
end
endmodule

===== run.sh =====
#!/bin/bash
# OpenROAD 26Q1-2900-gdf79404cd8, Yosys 0.63+post, stock flow scripts
make -C /OpenROAD-flow-scripts/flow DESIGN_CONFIG=/design/flow/config.mk WORK_HOME=/design/flow/orfs finish

===== config.mk =====
export PLATFORM = sky130hd
export DESIGN_NAME = N64_TO_UART
export DESIGN_NICKNAME = N64_TO_UART
export VERILOG_FILES = /design/flow/design.v
export SDC_FILE = /design/flow/constraint.sdc
export NUM_CORES = 4
export LEC_CHECK = 1
export CORE_UTILIZATION = 30

===== constraint.sdc =====
current_design N64_TO_UART

set clk_period 6.8
set clk_io_pct 0.2

create_clock -name clk0 -period $clk_period [get_ports {PCLK}]

set non_clock_inputs [all_inputs -no_clocks]
set_input_delay [expr $clk_period * $clk_io_pct] -clock clk0 $non_clock_inputs
set_output_delay [expr $clk_period * $clk_io_pct] -clock clk0 [all_outputs]

==> flow_summary.toml <==
# physical design summary
[clocking]
clockBufferDepth = 2
cts_root_buf = "clkbuf_8"
cts.sinks = 75
ctsHoldBuffers = 0
h-tree-depth = 3
cts_setup_buffers = 0
numCtsBuffers = 9
cts_resized = 0

[synthesis]
synth-seq-cells = 75
ys_area_mm2 = 0.00322
netlist_instances = 384
ys.warnings.count = 2
ys_types = 37
ys_seq_share_pct = 46.6
ys_cells = 384
syn_area_mm2 = 0.00322
synth_area_per_cell_um2 = 8.38

[floorplan]
initCoreUtil_pct = 31.0
pin_count = 14
fp.dieW_um = 106
die_h_um = 106
row_count = 37

[placed_design]
io_buffers = 11
gp_congestion = 0.784
dp_hpwl_mm = 3.74
placed_cell_area_mm2 = 0.00342

[status]
error_line = "[error] [KeplerFormal.cpp:679] Workflow failed: Iso has multiple drivers: .N64_INOUT0, N64_INOUT$_SDFFE_PN1P_.Q0"
stop_stage = "clock tree synthesis (4_1_cts)"
outcome = "stopped before the end"
Yosys cell counts (all sizes together):
master	instances	area share (%)
and3	8	1.6
nor3	9	1.4
nor4	10	2.4
ha	2	0.78
nor4bb	3	0.93
nand2	87	10
o21ai	4	0.62
nand3	23	3.6
dfxtp	75	47
inv	6	0.70
clkbuf	10	1.2
a31oi	1	0.19
a21oi	6	1.0
nand2b	2	0.39
o2111a	1	0.35
o31ai	1	0.23
and2	4	0.78
nor2b	1	0.19
a21boi	23	5.4
nand4	8	1.6
xor2	15	4.1
nor2	42	4.9
o41ai	1	0.27
and4	2	0.54
nor3b	2	0.47
o22a	1	0.27
xnor2	18	4.9
nand3b	1	0.23
buf	10	2.1
or4	3	0.82
nor4b	5	1.4
cell families after synthesis:
family / after synthesis / synth area share (%)
buffers and inverters: 26 / 4.00
and+or+nand+nor: 210 / 31.2
adders and majority gates: 2 / 0.777
xor gates and xnor gates: 33 / 8.98
AOI/OAI and AO/OA: 38 / 8.36
DFF: 75 / 46.6
metrics by stage:
step | setup slack [ns] | instances | power (W) | utilization [%]
detailed placement | 2.68 | 515 | 0.000484 | 33.0
global placement | 2.70 | 515 | 0.000484 | 33.0
floorplan | 3.65 | 384 | 0.000475 | -
Power and IR drop assume default switching activity.
