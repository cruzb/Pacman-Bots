`design/flow/design.v`:
```
module apb_switch(
input PCLK,
input PRESERN,
input PSEL,
input PENABLE,
output PREADY,
output PSLVERR,
input PWRITE,
input [31:0] PADDR,
input wire [31:0] PWDATA,
output reg [31:0] PRDATA,
output EN
);
assign PSLVERR = 0;
assign PREADY = 1;
wire write_enable = (PENABLE & PWRITE & PSEL & (PADDR[15:0] == 16'h1000));
reg EN_REG;
assign EN = EN_REG;
always @(posedge PCLK) begin
    if(~PRESERN) begin
        EN_REG <= 0;
    end
    else begin
        PRDATA[31:1]    <= 0;
        PRDATA[0]       <= EN_REG;
        if(write_enable) begin
            EN_REG      <= PWDATA[0];
        end
    end
end
endmodule
```
`design/flow/run.sh`:
```
#!/bin/bash
# OpenROAD 26Q1-2900-gdf79404cd8, Yosys 0.63+post, stock flow scripts
make -C /OpenROAD-flow-scripts/flow DESIGN_CONFIG=/design/flow/config.mk WORK_HOME=/design/flow/orfs finish
```
`design/flow/config.mk`:
```
export PLATFORM = sky130hd
export DESIGN_NAME = apb_switch
export DESIGN_NICKNAME = apb_switch
export VERILOG_FILES = /design/flow/design.v
export SDC_FILE = /design/flow/constraint.sdc
export NUM_CORES = 4
export LEC_CHECK = 1
export CORE_AREA = 10 10 70 70
export DIE_AREA = 0 0 80 80
```
`design/flow/constraint.sdc`:
```
current_design apb_switch

set clk_period 1.8
set clk_io_pct 0.2

create_clock -name clk0 -period $clk_period [get_ports {PCLK}]

set non_clock_inputs [all_inputs -no_clocks]
set_input_delay [expr $clk_period * $clk_io_pct] -clock clk0 $non_clock_inputs
set_output_delay [expr $clk_period * $clk_io_pct] -clock clk0 [all_outputs]
```
==> results_slide.txt <==
Physical Implementation Snapshot

Clocking
  • Maximum root-to-sink buffer count: 2
  • TritonCTS clock tree: done
  • Clk sinks: 2
  • Post-CTS Hold Buffers: 0
  • Insertion Delay late pin: 0.23 ns
  • CTS resizes: 0
  • TritonCTS buffer count: 3
  • Root Driver: clkbuf_4
  • H-tree depth: 1
  • Reg clk slew, reported paths: 0.04 ns
  • Post-CTS setup buffers: 0

Outcome
  • Run status: completed

Floorplan
  • Die H: roughly 80 um
  • Core Area: 3416 um^2
  • Die X: about 80 um
  • Row cnt: 21
  • Starting Density: 0.1147
  • Die area: 6400 um^2
  • Io pins: 104

Critical path
  • Max FO, Critical Path: 2
  • Worst EP arrival: roughly 1.6 ns
  • Setup crit start kind: input pin
  • Class of the most critical setup path: input pin to register
  • Worst EP required: approximately 1.9 ns
  • Crit path capture type: register

Global routing
  • Initial antenna violation count: 0
  • First-pass GRT wire length: about 1.6 mm
  • Vias in the first global route: 363
  • GRT overflow: 0
  • GRT Total Usage: 0.03008
  • Largest net degree at the start of global routing: 4

Synth
  • Post-synth EDFFs: 1
  • Post-synthesis async set-or-reset flop share: 0
  • Ranking of synthesized cells by area: buf_4 (63%), edfxtp_1 (7.7%), nor4b_2 (7.7%)
  • Warnings from Yosys: 1
  • Top cells by count, synth: buf_4 (33), conb_1 (2), nand2_1 (2), nor4_2 (2), nor4b_2 (2)
  • Post-Syn Instances: 46
  • Most used DFF post-synth: edfxtp_1
  • Number of library cell types mapped by synthesis: 10
  • Ys cells: 46
  • Synth Cell Area: 391.6 um^2
  • Register area share after synthesis: 0.1278
  • Yosys chip area: 391.6 um^2
  • Synth top area share: 0.6326
  • Registers, synthesis: 2
  • Most frequent cell after synthesis: buf_4
  • Cell taking the most area after synthesis: buf_4
  • Syn Area/Cell: 8.514 um^2

Final timing
  • Clock Skews: 0.009127 ns
  • Max-slew violation count: 0
  • Fmax: around 650 MHz
  • RSZ-0062 raised after global routing: false
  • Final setup vio count: 0
  • Period minus WS final: between 1.5 and 2 ns
  • Final period util: 0.8607
  • Setup ws final: approximately 0.25 ns
  • Final Hold Viols: 0
  • Setup TNS: 0 ns

Finish
  • P&R area growth vs syn: 46.65%
  • Core Util, Final: 0.1681
  • Share of cells above drive strength 1: 0.09859
  • Fillers: between 300 and 400
  • Design area: 574.3 um^2

Run
  • Tool warnings: approximately 70
  • Max cap viols: 0

Route
  • Via density: 2.427
  • First drt pass iteration count: 2
  • Post-Route WL: 1.151 mm
  • ANT cells: 0
  • Via count: 284
  • WL/cell: 9.838 um
  • Final ANT Viol Nets: 0
  • First DRT Iteration DRCs: 2
  • Residual DRC count: 0

Power and ir drop
  • Leak: 0.2429 nW
  • Power density over the cells: 385.4 nW/um^2
  • VDD IR max: a little under 0.09 mV
  • Overall Power: 0.2214 mW

Place
  • Place WS: about 0.018 ns
  • Routability cong.: between 0.7 and 0.8
  • # port buffers: 23
  • Placed cell area: 548.0 um^2
  • Post-DP HPWL: 1.092 mm

Hold path
  • Hold Path Class: register to register
-- worst max-delay path, stage by stage --
cell,delay (ns)
clkdlybuf4s50_1,0.41
nor4b_2,0.29
nand4_1,0.17
o311ai_1,0.30
o41ai_1,0.11
-- layer usage --
metal  share of wire  up-vias  track usage  routed length, um
li1                -      137            -                  -
met1            0.39      118      0.03448                447
met2            0.50       29      0.04976                580
met3            0.11        0      0.01477                123
met4               0        0     0.005282                  0
met5               0        -            0                  0
-- final timing paths --
| check | end | cells after the start | slack [ns] | from |
|---|---|---|---|---|
| min reg2reg | PRDATA[0] | 0 | 0.45 | EN_REG |
| max reg2reg | EN_REG | 2 | 1.18 | EN_REG |
| min | PRDATA[0] | 0 | 0.45 | EN_REG |
| max | EN_REG | 5 | 0.25 | PADDR[10] |
-- cells in the final DEF (no fill, tap or decap) --
| cell | Yosys | routed |
|---|---|---|
| nor4b_2 | 2 | 2 |
| dfxtp_1 | 1 | 1 |
| clkdlybuf4s50_1 | 0 | 23 |
| clkbuf_4 | 0 | 3 |
| conb_1 | 2 | 33 |
| o41ai_1 | 1 | 1 |
| edfxtp_1 | 1 | 1 |
| o311ai_1 | 1 | 1 |
| clkbuf_1 | 0 | 1 |
| nand2_1 | 2 | 2 |
| nand4_1 | 1 | 1 |
| nor4_2 | 2 | 2 |
-- kinds of logic after synthesis --
kind of cell | after synthesis | share of synthesized area
other | 2 | 0.01918
AND-OR/OR-AND | 2 | 0.04474
AND/OR/NAND/NOR | 7 | 0.1757
flip-flops | 2 | 0.1278
buffers and inverters | 33 | 0.6326
-- layout make-up --
cell class                      instances  area [um^2]  share of cell area
Clock buffer                            4        26.28             0.04575
Multi-Input combinational cell         42        210.2              0.3660
Tap cell                               46        57.56              0.1002
Sequential cell                         2        50.05             0.08715
Timing Repair Buffer                   23        230.2              0.4009
-- per-stage QoR --
stage	hold slack, ns	instances
CTS	0.4409	117
global route	0.4585	117
global placement	0.4612	113
finish	0.4454	117
detailed placement	0.4457	113
floorplan	0.4082	77
-- power breakdown --
group	total, mW	leakage, nW	switching, mW	internal, mW
clock network	0.113	0.0150	0.0300	0.0826
logic	0.0598	0.210	0.0156	0.0442
registers	0.0490	0.0184	0.000178	0.0488
-- flip-flops by register name, indices dropped and copies added, names as in the netlist --
signal / flops
PRDATA: 1
EN_REG: 1
Power is estimated from default activity; no workload was simulated.
